File: flow/run.sh
#!/bin/bash
# OpenROAD 26Q1-2900-gdf79404cd8, Yosys 0.63+post, stock flow scripts
make -C /OpenROAD-flow-scripts/flow DESIGN_CONFIG=/design/flow/config.mk WORK_HOME=/design/flow/orfs finish
File: flow/constraint.sdc
current_design stream_narrow_32to6

set clk_period 35.3
set clk_io_pct 0.2

create_clock -name clk0 -period $clk_period [get_ports {clk}]

set non_clock_inputs [all_inputs -no_clocks]
set_input_delay [expr $clk_period * $clk_io_pct] -clock clk0 $non_clock_inputs
set_output_delay [expr $clk_period * $clk_io_pct] -clock clk0 [all_outputs]
File: flow/design.v
module stream_narrow_32to6
  (
   input logic         clk,
   input logic         rst,
   input logic [255:0] stream_in,
   input logic         stream_in_valid,
   output logic        stream_in_ready,
   output logic [47:0] stream_out,
   output logic        stream_out_valid,
   input logic         stream_out_ready
   );
  stream_narrow_32ton
    #
    (
     .OUT_WORDS (6),
     .SB_WIDTH  (16),
     .RD_WIDTH  (5)
     )
  u_stream_narrow_32ton
    (
     .*
     );
endmodule
module stream_narrow_32ton
  #
  (
   parameter           OUT_WORDS = 6,
   parameter           SB_WIDTH  = 16,
   parameter           RD_WIDTH  = 5,
   parameter           OUT_WIDTH = OUT_WORDS*8
   )
  (
   input logic                  clk,
   input logic                  rst,
   input logic [255:0]          stream_in,
   input logic                  stream_in_valid,
   output logic                 stream_in_ready,
   output logic [OUT_WIDTH-1:0] stream_out,
   output logic                 stream_out_valid,
   input logic                  stream_out_ready
   );
  logic [767:0]                       stream_buffer;
  logic [95:0]                        buffer_used;
  logic [1:0]                         wr_addr;
  logic [RD_WIDTH-1:0]                rd_addr;
  logic [0:SB_WIDTH-1][OUT_WIDTH-1:0] sb_var;
  logic [SB_WIDTH-1:0]                bu_var;
  always_ff @(posedge clk) begin
    case (wr_addr)
      0: begin
        if (stream_in_ready && stream_in_valid) begin
          stream_in_ready      <= '0;
          stream_buffer[255:0] <= stream_in;
          buffer_used[31:0]    <= '1;
          wr_addr              <= wr_addr + 1'b1;
        end else begin
          stream_in_ready      <= ~buffer_used[31];
        end
      end
      1: begin
        if (stream_in_ready && stream_in_valid) begin
          stream_in_ready        <= '0;
          stream_buffer[511:256] <= stream_in;
          buffer_used[63:32]     <= '1;
          wr_addr                <= wr_addr + 1'b1;
        end else begin
          stream_in_ready        <= ~buffer_used[63];
        end
      end
      2: begin
        if (stream_in_ready && stream_in_valid) begin
          stream_in_ready        <= '0;
          stream_buffer[767:512] <= stream_in;
          buffer_used[95:64]     <= '1;
          wr_addr                <= '0;
        end else begin
          stream_in_ready        <= ~buffer_used[95];
        end
      end
    endcase  
    for (int i = 0; i < SB_WIDTH; i++) begin
      sb_var[i]  = stream_buffer[OUT_WIDTH*i+:OUT_WIDTH];
      if (OUT_WORDS == 3)  
        bu_var[i]  = buffer_used[OUT_WORDS*i];
      else if (OUT_WORDS == 6)
      bu_var[i]    = buffer_used[OUT_WORDS*i+OUT_WORDS-1];
    end
    stream_out       <= sb_var[rd_addr];
    stream_out_valid <= bu_var[rd_addr];
    if (bu_var[rd_addr] && stream_out_ready) begin
      rd_addr <= rd_addr + 1'b1;
      for (int i = 0; i < SB_WIDTH; i++) begin
        if (rd_addr == i) begin
          buffer_used[OUT_WORDS*i+:OUT_WORDS] <= '0;
        end
      end
    end
    if (rst) begin
      buffer_used     <= '0;
      wr_addr         <= '0;
      rd_addr         <= '0;
      stream_in_ready <= '0;
    end
  end  
endmodule
File: flow/config.mk
export PLATFORM = sky130hd
export DESIGN_NAME = stream_narrow_32to6
export DESIGN_NICKNAME = stream_narrow_32to6
export VERILOG_FILES = /design/flow/design.v
export SDC_FILE = /design/flow/constraint.sdc
export NUM_CORES = 4
export LEC_CHECK = 1
export CORE_UTILIZATION = 30
==> impl_metrics.yaml <==
# physical design summary
global_routing:
  grt_util_met3: 0.140
  gr-usage-met1: 0.269
  grt_pass1_vias: 29962
  overflow: 0
  grt_pass1_wl_um: 211000
  grt_max_degree: 104
  use_met2: 0.301
  grt_busiest_layer: "met2"
  grtUsageTotal: 0.212
  antenna_found_initial: 23
critical_path:
  startpoint_type: "input port"
  cp_cell_sequence: "clkdlybuf4s50_1 > and3_4 > buf_4 > buf_4"
  timing.rr.end: "u_stream_narrow_32ton.stream_out[29]$_DFF_P_"
  cpLargestDelayFamily: "buffers and inverters"
  arrival_ns: 9.59
  crit_path_end_kind: "register"
  ff2ff_setup_slack_ns: 29.49
  startpoint: "stream_in_valid"
  critical_path_class: "input port to register"
  crit_slowest_cell: "buf_4"
  crit_path_frequent_cell: "buf_4"
  r2r-start: "u_stream_narrow_32ton.rd_addr[0]$_SDFFE_PP0P_"
  rr_worst_depth: 9
  critPathMaxStageDelay_ns: 0.66
  path_depth: 4
  path_max_fanout: 52
  cp.required_ns: 35.63
  crit_end: "u_stream_narrow_32ton.stream_buffer[593]$_DFFE_PP_"
  critical_path_buf_inv_count: 3
power:
  p_leak_nw: 16.1
  pwr_density_cell_mw_per_mm2: 60.4
  ir_drop_mv: 0.0340
worst_hold_path:
  whs_path_depth: 2
  holdCritPathClass: "register to register"
clock_network:
  hold_buffers: 0
  cts_buffer_depth: 3
  cts_tree: "done"
  clk_pin_slew_ns: 0.06
  cts-root-buf: "clkbuf_16"
  cts_made_buffers: 95
  h-tree-depth: 3
  clk_latency_ns: 0.72
  clock_sinks: 843
  cts_resized: 0
  postCtsSetupBuffers: 0
detailed_routing:
  antenna_left: 0
  dr.pass1.iters: 5
  drc: 0
  vias: 28418
  routedWlPerCell_um: 29.4
  vias_per_cell: 5.63
  drtIter0Drc: 2143
  routed_wl_um: 148000
floorplan:
  die_w_um: 384
  core_mm2: 0.144
  die_h_um: 384
  rows: 139
  num_io_pins: 310
  fp_util: 0.304
  chipArea_mm2: 0.148
final_timing:
  skew_ns: 0.0405
  worst_pin_slew_ns: 0.853
  fmax_mhz: 108
  layout_min_cycle_time_ns: 9.27
  rsz0062_at_grt: "false"
  drv_slew: 0
  whs_ns: 0.497
  relSlewSlack: 0.431
  fin_ws_ns: 26.03
  setup_tns_ns: 0
  setup_viol: 0
  hold_violations: 0
  min_period_over_period: 0.263
yosys:
  avgSynthCellArea_um2: 15.7
  syn-cell-area_mm2: 0.0438
  yosysUniqueCellTypes: 70
  ys_seq_frac: 0.560
  flop_cell: "edfxtp_1"
  ys_area_mm2: 0.0438
  postSynthCellCount: 2794
  synth_flop_count: 843
  yosysCellCount: 2794
  synthArstFlopShare: 0
  ys.warnings.count: 1
  edf_count: 768
finish:
  finalNonFillerCells: 5048
  drive_above_1_share: 0.218
  area_growth_pct: 19.1
place:
  routabilityCongestion: 0.945
  hpwl_um: 103000
  dp_worst_setup_slack_ns: 25.34
  dp.cells: 4865
  io_buffer_count: 309
job:
  tool_warnings: 41
  maxCapViolations: 0
outcome:
  status: "finished, final reports clean"
-- synth_stat cells (all sizes together), types with 8 or more instances --
master	number	share of area
mux4	371	0.19
o221ai	18	0.0036
o22ai	57	0.0081
a21oi	79	0.0091
o211ai	18	0.0031
nor2b	28	0.0040
mux2	24	0.0062
a2111oi	10	0.0020
a221oi	15	0.0030
a32oi	10	0.0020
a31oi	17	0.0024
inv	12	0.0010
o21ai	74	0.0085
nand2	142	0.012
nand3	36	0.0042
clkbuf	63	0.0054
nor3	61	0.0070
a22oi	34	0.0058
and3	13	0.0022
a211oi	44	0.0078
mux2i	371	0.085
ha	17	0.0049
dfxtp	75	0.034
and2	9	0.0013
o311ai	10	0.0020
edfxtp	768	0.53
a22o	21	0.0042
nand2b	11	0.0016
nor2	131	0.011
a311oi	8	0.0016
buf	177	0.026
-- stage by stage --
| stage | cell area (µm²) | total power, mW | util |
|---|---|---|---|
| 2_1_floorplan | 43800 | 1.86 | - |
| 3_3_place_gp | 48900 | 2.13 | 0.339 |
| 3_5_place_dp | 48900 | 2.13 | 0.339 |
| 4_1_cts | 52200 | 3.17 | 0.361 |
| 5_1_grt | 52200 | 3.28 | 0.361 |
| 6_report | 52200 | 3.15 | 0.362 |
-- kinds of logic after synthesis --
logic type,count (synthesis),synth area share
AOI/OAI and AO/OA,463,0.0730
xor gates and xnor gates,5,0.000999
adders and majority gates,18,0.00531
buffers and inverters,254,0.0323
DFF,843,0.560
muxes,766,0.282
and+or+nand+nor,445,0.0457
-- where the power goes --
group	switching, mW	internal [mW]
registers	0.0651	1.23
logic	0.429	0.388
clock network	0.421	0.619
-- tightest hold or removal path, cell delays in order (launching register included) --
cell and delay [ns]:
dfxtp_1 0.30, nor2_1 0.09, a211oi_1 0.05
-- cells in the final DEF, fill, tap and decap left out, types with 8 or more instances in the layout --
master             n
a21oi_1           78
nand2b_1          11
nand3_1           35
mux4_2           364
ha_1              16
o221ai_1          18
nor2b_1           28
mux2i_1          371
buf_4             96
o22ai_1           57
nand2_1          140
inv_1             10
a32oi_1           10
o211ai_1          18
clkbuf_16         97
nor3_1            61
clkinv_4           8
a311oi_1           8
o21ai_0           71
clkdlybuf4s50_1  309
nor2_1           122
clkinv_1          16
a211oi_1          42
bufinv_16         14
edfxtp_1         768
a22oi_1           34
a221oi_1          15
clkinv_2          18
a22o_1            21
dfxtp_1           73
mux2_2            24
o311ai_0           9
a31oi_1           17
-- metal layers --
metal	wire (µm)	up-vias
met3	23300	301
li1	-	12144
met2	65300	1768
met5	214	-
met4	5780	16
met1	53800	14189
-- registers in the layout, summed over array words and instances, names as in the netlist --
| name | flops |
|---|---|
| u_stream_narrow_32ton.stream_buffer | 768 |
| u_stream_narrow_32ton.stream_out | 48 |
| u_stream_narrow_32ton.stream_out_valid | 1 |
| u_stream_narrow_32ton.rd_addr | 5 |
| u_stream_narrow_32ton.stream_in_ready | 1 |
| u_stream_narrow_32ton.buffer_used | 18 |
| u_stream_narrow_32ton.wr_addr | 2 |
-- worst min path at each step --
stage                                             endpoint  slack (ns)                                        startpoint
5_1_grt   u_stream_narrow_32ton.buffer_used[11]$_SDFF_PP0_        0.53  u_stream_narrow_32ton.buffer_used[11]$_SDFF_PP0_
6_report  u_stream_narrow_32ton.buffer_used[83]$_SDFF_PP0_        0.50  u_stream_narrow_32ton.buffer_used[83]$_SDFF_PP0_
4_1_cts   u_stream_narrow_32ton.buffer_used[83]$_SDFF_PP0_        0.50  u_stream_narrow_32ton.buffer_used[83]$_SDFF_PP0_
-- area by class of cell --
cell class / instances / area [µm²]
Antenna cell: 6 / 15.0
Multi-Input combinational cell: 1697 / 18000
Clock inverter: 67 / 752
Timing Repair Buffer: 408 / 3870
Fill cell: 13454 / 92200
Sequential cell: 843 / 24600
Inverter: 14 / 65.1
Tap cell: 1903 / 2380
Clock buffer: 110 / 2540
No activity file was given, so power comes from the tool's default toggle rates.
