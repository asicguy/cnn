$ cat ./design.v
module conv_neuron
  #
  (
   parameter FEATURE_WIDTH    = 8,
   parameter WEIGHT_WIDTH     = 8,
   parameter WEIGHT_MEM_ORDER = 5,
   parameter OUTPUT_WIDTH     = 8,
   parameter OUTPUT_SHIFT     = 0,
   parameter BIAS_SHIFT       = 0,
   parameter ReLU             = "TRUE"
   )   
  (
   input logic                     clk,
   input logic [FEATURE_WIDTH-1:0] feature_stream,
   input logic                     feature_first,
   input logic                     feature_last,
   input logic [WEIGHT_WIDTH-1:0]  weight_stream,
   input logic                     weight_first,
   input logic                     weight_last,
   output logic [OUTPUT_WIDTH-1:0] output_stream,
   output logic                    output_valid
   );
   localparam WEIGHT_MEM_SIZE = 2**WEIGHT_MEM_ORDER;
   localparam ACC_SIZE        = FEATURE_WIDTH + WEIGHT_WIDTH + WEIGHT_MEM_ORDER;
   localparam P_SIZE          = FEATURE_WIDTH + WEIGHT_WIDTH + 1;
   logic [WEIGHT_MEM_SIZE-1:0][WEIGHT_WIDTH-1:0] wmem;
   logic [WEIGHT_MEM_ORDER-1:0] 		 wmem_waddr;
   logic [WEIGHT_MEM_ORDER-1:0] 		 wmem_raddr;
   logic [WEIGHT_WIDTH-1:0] 			 bias;
   logic 					 wmem_writing;
   logic signed [P_SIZE-1:0] 			 p;
   logic [3:0][FEATURE_WIDTH-1:0] 		 feature_stream_reg;
   logic [2:0][WEIGHT_WIDTH-1:0] 		 weight_reg;
   logic signed [ACC_SIZE-1:0] 			 acc;
   logic [4:0] 					 feature_first_reg;
   logic [6:0] 					 feature_last_reg;
   logic signed [ACC_SIZE-1:0] 			 acc_slv;
   initial begin
      wmem_waddr = '0;
      wmem_raddr = '0;
   end
   always @(posedge clk) begin
      if (weight_first) begin
         wmem_writing <= '1;
         wmem_waddr   <= '0;
         bias         <= weight_stream;
      end
      if (wmem_writing) begin
         if (weight_last) wmem_writing <= '0;
         wmem[wmem_waddr] <= weight_stream;
         wmem_waddr       <= wmem_waddr + 1'b1;
      end
      for (int i = 0; i < 3; i++) begin
	 if (i == 0) weight_reg[i] <= wmem[wmem_raddr];
	 else        weight_reg[i] <= weight_reg[i-1];
      end
      if (feature_first) 
        wmem_raddr <= '0;
      else
        wmem_raddr <= wmem_raddr + 1'b1;  
      for (int i = 0; i < 4; i++) begin
	 if (i == 0) feature_stream_reg[i] <= feature_stream;
	 else        feature_stream_reg[i] <= feature_stream_reg[i-1];
      end
      for (int i = 0; i < 5; i++) begin
	 if (i == 0) feature_first_reg[i] <= feature_first;
	 else        feature_first_reg[i] <= feature_first_reg[i-1];
      end
      for (int i = 0; i < 7; i++) begin
	 if (i == 0) feature_last_reg[i] <= feature_last;
	 else        feature_last_reg[i] <= feature_last_reg[i-1];
      end
      p <= $signed(weight_reg[2]) * $signed({1'b0, feature_stream_reg[3]});  
      if (feature_first_reg[4])      
        acc <= ($signed(bias) << BIAS_SHIFT) + $signed(p);
      else        
        acc <= acc + p;
      acc_slv <= acc;
      if (feature_last_reg[6]) begin
         if (ReLU == "TRUE") begin
            if (acc_slv[ACC_SIZE-1]) begin
               output_stream <= '0;
            end else begin
               if (ACC_SIZE == OUTPUT_WIDTH+OUTPUT_SHIFT) begin
		  output_stream <= acc_slv[ACC_SIZE-1:OUTPUT_SHIFT];
               end else begin
		  if (|acc_slv[ACC_SIZE-1:OUTPUT_WIDTH+OUTPUT_SHIFT-1]) begin
                     output_stream[OUTPUT_WIDTH-1] <= '0;
                     output_stream[OUTPUT_WIDTH-2:0] <= '1;
                  end else begin
                     output_stream <= acc_slv[OUTPUT_WIDTH+OUTPUT_SHIFT-1:OUTPUT_SHIFT];
		  end
               end
            end 
	 end else begin
            output_stream <= acc_slv[OUTPUT_WIDTH+OUTPUT_SHIFT-1:OUTPUT_SHIFT];
	 end  
         output_valid <= '1;
      end else begin
         output_valid <= '0;
      end  
   end  
endmodule  
module conv_neuron_layer_ffanout
  #
  (
   parameter LAYER_SIZE       = 10,
   parameter LAYER_SIZE_ORDER = 4,
   parameter FEATURE_WIDTH    = 8,
   parameter WEIGHT_WIDTH     = 8,
   parameter WEIGHT_MEM_ORDER = 5,
   parameter OUTPUT_WIDTH     = 8,
   parameter OUTPUT_SHIFT     = 0,
   parameter BIAS_SHIFT       = 0,
   parameter ReLU             = "TRUE"
   )
  (
   input logic                         clk,
   input logic [FEATURE_WIDTH-1:0]     feature_stream,
   input logic                         feature_first,
   input logic                         feature_last,
   input logic [WEIGHT_WIDTH-1:0]      weight_stream,
   input logic [LAYER_SIZE_ORDER-1:0]  weight_id,
   input logic                         weight_first,
   input logic                         weight_last,
   output logic [OUTPUT_WIDTH-1:0]     output_stream,
   output logic [LAYER_SIZE_ORDER-1:0] output_id,
   output logic                        output_valid
   );
  logic [0:LAYER_SIZE][FEATURE_WIDTH-1:0]    feature_fanout_sr;
  logic [0:LAYER_SIZE][WEIGHT_WIDTH-1:0]     weight_fanout_sr;
  logic [0:LAYER_SIZE][LAYER_SIZE_ORDER-1:0] weight_id_fanout_sr;
  logic [0:LAYER_SIZE][LAYER_SIZE_ORDER-1:0] output_id_fanin_sr;
  logic [0:LAYER_SIZE][OUTPUT_WIDTH-1:0]     output_fanin_sr;
  logic [0:LAYER_SIZE][OUTPUT_WIDTH-1:0]     output_sig;
  logic [LAYER_SIZE:0]                       feature_first_sr;
  logic [LAYER_SIZE:0]                       feature_last_sr;
  logic [LAYER_SIZE:0]                       weight_first_sr;
  logic [LAYER_SIZE:0]                       weight_last_sr;
  logic [LAYER_SIZE:0]                       output_valid_sr;
  logic [LAYER_SIZE:0]                       weight_first_valid;
  logic [LAYER_SIZE:0]                       weight_last_valid;
  logic [LAYER_SIZE:0]                       output_valid_sig;
  always_ff @(posedge clk) begin
    feature_fanout_sr[0]   <= feature_stream;
    feature_first_sr[0]    <= feature_first;
    feature_last_sr[0]     <= feature_last;
    weight_fanout_sr[0]    <= weight_stream;
    weight_id_fanout_sr[0] <= weight_id;
    weight_first_sr[0]     <= weight_first;
    weight_last_sr[0]      <= weight_last;
    for (int i=1; i <= LAYER_SIZE; i++) begin
      feature_fanout_sr[i]   <= feature_fanout_sr[0];
      feature_first_sr[i]    <= feature_first_sr[0];
      feature_last_sr[i]     <= feature_last_sr[0];
      weight_fanout_sr[i]    <= weight_fanout_sr[i-1];
      weight_first_sr[i]     <= weight_first_sr[i-1];
      weight_last_sr[i]      <= weight_last_sr[i-1];
      weight_id_fanout_sr[i] <= weight_id_fanout_sr[i-1];
      if (weight_id_fanout_sr[i-1] == i) begin
        weight_first_valid[i] <= weight_first_sr[i-1];
        weight_last_valid[i]  <= weight_last_sr[i-1];
      end else begin
        weight_first_valid[i] <= '0;
        weight_last_valid[i]  <= '0;
      end
      if (output_valid_sig[i]) begin
        output_valid_sr[i-1]    <= '1;
        output_fanin_sr[i-1]    <= output_sig[i];
        output_id_fanin_sr[i-1] <= i;
      end else begin
        output_valid_sr[i-1]    <= output_valid_sr[i];
        output_fanin_sr[i-1]    <= output_fanin_sr[i];
        output_id_fanin_sr[i-1] <= output_id_fanin_sr[i];
      end
    end  
  end  
  assign output_valid  = output_valid_sr[0];
  assign output_id     = output_id_fanin_sr[0];
  assign output_stream = output_fanin_sr[0];
  generate
    for (genvar i_g = 1; i_g <= LAYER_SIZE; i_g++) begin : g_NEURONS
      conv_neuron
        #
        (
         .FEATURE_WIDTH    (FEATURE_WIDTH),
         .WEIGHT_WIDTH     (WEIGHT_WIDTH),
         .WEIGHT_MEM_ORDER (WEIGHT_MEM_ORDER),
         .OUTPUT_WIDTH     (OUTPUT_WIDTH),
         .OUTPUT_SHIFT     (OUTPUT_SHIFT),
         .BIAS_SHIFT       (BIAS_SHIFT),
         .ReLU             (ReLU)
         )
      u_conv_neuron
        (
         .clk              (clk),
         .feature_stream   (feature_fanout_sr[i_g]),
         .feature_first    (feature_first_sr[i_g]),
         .feature_last     (feature_last_sr[i_g]),
         .weight_stream    (weight_fanout_sr[i_g]),
         .weight_first     (weight_first_valid[i_g]),
         .weight_last      (weight_last_valid[i_g]),
         .output_stream    (output_sig[i_g]),
         .output_valid     (output_valid_sig[i_g])
         );
    end  
  endgenerate
endmodule  
$ cat ./run.sh
#!/bin/bash
# OpenROAD 26Q1-2900-gdf79404cd8, Yosys 0.63+post, stock flow scripts
make -C /OpenROAD-flow-scripts/flow DESIGN_CONFIG=/design/flow/config.mk WORK_HOME=/design/flow/orfs finish
$ cat ./config.mk
export PLATFORM = sky130hd
export DESIGN_NAME = conv_neuron_layer_ffanout
export DESIGN_NICKNAME = conv_neuron_layer_ffanout
export VERILOG_FILES = /design/flow/design.v
export SDC_FILE = /design/flow/constraint.sdc
export NUM_CORES = 4
export LEC_CHECK = 1
export CORE_UTILIZATION = 50
$ cat ./constraint.sdc
current_design conv_neuron_layer_ffanout

set clk_period 13.6
set clk_io_pct 0.2

create_clock -name clk0 -period $clk_period [get_ports {clk}]

set non_clock_inputs [all_inputs -no_clocks]
set_input_delay [expr $clk_period * $clk_io_pct] -clock clk0 $non_clock_inputs
set_output_delay [expr $clk_period * $clk_io_pct] -clock clk0 [all_outputs]
==> flow_summary.toml <==
# flow metrics
[run_status]
status = "complete, no violations"

[sta]
finalClockSkew_ps = 60.88
post-route-period-util = 0.3997
tightest_slew_ps = 1077
finalSetupTns_ps = 0
clock.fmax_ghz = 0.1840
grt_setup_unrepaired = "no"
worst_slack_ps = 8164
setup_viol = 0
min_period_ps = 5436
finalHoldViolCount = 0
slew_headroom = 0.2808
slew_violations = 0

[critical_path]
r2r_start = "g_NEURONS[10].u_conv_neuron.feature_stream_reg[28]"
crit_start = "g_NEURONS[10].u_conv_neuron.feature_stream_reg[28]"
r2r-end = "g_NEURONS[3].u_conv_neuron.p[16]"
rrSetupSlack_ps = 8160
r2r_cells = 17
worstPathMaxFanout = 41
start_kind = "register"
path_class = "reg2reg"
endpoint = "g_NEURONS[3].u_conv_neuron.p[16]"
required_ps = 14430
end_kind = "register"
worstPathArrival_ps = 6260

[detailed_routing]
vias_per_cell = 5.791
vias = 117600
drc = 0
antenna_left = 0
wl_per_cell_um = 23.60
drt_iter0_drc = 6710
routed_wl_um = 479000
dr.pass1.iters = 5

[worst_hold_path]
worstHoldPathCells = 0
min_path_type = "reg2reg"

[job]
warnings = 45
drv_cap = 0

[yosys]
yosysUniqueCellTypes = 100
synthFlopType = "edfxtp_1"
synthCells = 14440
async_reset_ff_frac = 0
yosysSeqAreaShare = 0.5246
topCellsByArea = "edfxtp_1, mux2_2, dfxtp_1"
ys.flops = 4002
largest_area_cell = "edfxtp_1"
netlist_area_um2 = 205600
synthTopCellsByCount = "edfxtp_1, mux2_2, dfxtp_1"
top_area_frac = 0.4046
top_cell = "edfxtp_1"
edf_count = 2770
yosys_warnings = 15
syn_area_per_cell_um2 = 14.24
ys_cells = 14440
ys_chip_area_um2 = 205600

[floorplan]
die_area_um2 = 413800
fp-row-count = 235
fp_util = 0.5020
fp.coreArea_um2 = 409600
die_h_um = 643.2
pin_count = 38
die_w_um = 643.2

[layout]
seqCellArea_um2 = 108000
post-route-util = 0.5542
largest_reg_flops = 2560
drive_gt1_frac = 0.3139
fillers = 31450
synthToLayoutAreaGrowth_pct = 10.41
comb_area_um2 = 92450

[placed_design]
portBuffers = 36
gp_congestion = 0.8936
dp_slack_ps = 8190
place_hpwl_um = 322200

[grt]
grt_pass1_vias = 123900
grt.total_usage = 0.2538
antenna_found_initial = 24
grt_max_degree = 146
grt_pass1_wl_um = 746300
gr-total-overflow = 0

[clock_network]
clockBufferDepth = 4
cts_setup_buffers = 0
cts_root_buf = "clkbuf_16"
cts.sinks = 4002
insertion_delay_ps = 1000
cts_resized = 0
htree_levels = 5
path_clk_slew_ps = 60
cts_tree = "done"
holdBufCountCts = 0
numCtsBuffers = 432

[power]
finalPower_mw = 64.65
p_leak_nw = 84.26
p_per_area_nw_per_um2 = 284.8
vdd_drop_max_uv = 255.6
[cells in the final DEF (no fill, tap or decap), types with 38 or more instances in the layout]
cell       netlist  routed
clkbuf_1       580      81
clkbuf_16        0     463
nor2_2          45      45
or2_2           42      42
mux2i_1         42      42
xor2_1         185     185
a21oi_1        348     348
and2_1         432     432
o21bai_1        39      39
nor3_1         117     117
a211oi_1        55      55
clkinv_1         0      40
or3_1           48      48
o21a_1          73      73
fa_1           390     390
nor4_1          48      48
mux4_2         800     800
o21ai_0        272     272
nand4_1         38      38
ha_1           840     840
nor2_1         592     592
nor2b_1        154     154
nand2_1        613     613
a21o_1         138     138
edfxtp_1      2770    2770
clkinv_2         0      77
buf_4           13     246
inv_1          660     659
xnor2_1        285     285
mux2_2        2726    2726
clkbuf_8         0      64
nand3_1        153     153
nand2b_1       166     166
dfxtp_1       1232    1187
[worst max-delay path, stage by stage, from the launching register on]
cell,delay [ps]
dfxtp_4,670
buf_4,610
nand2_1,150
fa_1,510
fa_1,560
inv_1,50
fa_1,480
inv_1,50
fa_1,470
inv_1,40
ha_1,300
o21a_1,120
nor2_1,150
o21bai_1,110
a31o_2,270
a41o_1,260
o41a_1,330
xnor2_1,130
[where the power goes]
group	total, mW	switching (mW)	internal [mW]
logic	28.9	14.7	14.2
registers	23.7	3.32	20.3
clock network	12.1	4.95	7.16
[final cells by class]
type / count / share of cell area
clock inverters: 205 / 0.009420
flip-flops and latches: 4002 / 0.4757
multi-input cells: 9067 / 0.4073
inverters: 660 / 0.01094
repair buffers: 286 / 0.01008
diodes: 22 / 0.0002425
well taps: 5451 / 0.03005
clock buffers: 608 / 0.05626
[per-stage QoR]
| step | area (um2) | hold WS, ps | instances |
|---|---|---|---|
| detailed placement | 212000 | 312.1 | 19470 |
| floorplan | 205600 | 309.6 | 14450 |
| global route | 227000 | 322.4 | 20290 |
| CTS | 226900 | 321.2 | 20280 |
| global placement | 212000 | 309.2 | 19470 |
| finish | 227000 | 318.7 | 20300 |
[how the worst min path moves through the flow]
| stage | start | end | slack (ps) |
|---|---|---|---|
| finish | g_NEURONS[8].u_conv_neuron.weight_reg[14] | g_NEURONS[8].u_conv_neuron.weight_reg[22] | 320 |
| global route | g_NEURONS[6].u_conv_neuron.weight_reg[15] | g_NEURONS[6].u_conv_neuron.weight_reg[23] | 320 |
| CTS | g_NEURONS[6].u_conv_neuron.weight_reg[4] | g_NEURONS[6].u_conv_neuron.weight_reg[12] | 320 |
[per-layer routing]
metal / track usage / vias up / share of wire
met3: 0.1080 / 667 / 0.098
li1: - / 54150 / -
met4: 0.05790 / 6 / 0.029
met2: 0.3727 / 3778 / 0.46
met5: 0.0001156 / - / 0.000083
met1: 0.3819 / 58970 / 0.41
[cells by family (layout without fill, tap and decap cells)]
group | after synthesis | in the layout | synth area share
DFF | 4002 | 4002 | 0.5246
muxes | 3568 | 3568 | 0.2390
and+or+nand+nor | 2564 | 2564 | 0.06289
buffers and inverters | 1382 | 1759 | 0.02591
adders and majority gates | 1230 | 1230 | 0.08910
AOI/OAI and AO/OA | 1224 | 1224 | 0.03850
xor gates and xnor gates | 470 | 470 | 0.02002
other | 2 | 33 | 0.00003653
Power and IR drop assume default switching activity.
