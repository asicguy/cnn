===== config.mk =====
export PLATFORM = sky130hd
export DESIGN_NAME = stream_narrow
export DESIGN_NICKNAME = stream_narrow
export VERILOG_FILES = /design/flow/design.v
export SDC_FILE = /design/flow/constraint.sdc
export NUM_CORES = 4
export LEC_CHECK = 1
export CORE_UTILIZATION = 50
export SYNTH_MEMORY_MAX_BITS = 65536

===== constraint.sdc =====
current_design stream_narrow

set clk_period 4994.7
set clk_io_pct 0.2

create_clock -name clk0 -period $clk_period [get_ports {clk}]

set non_clock_inputs [all_inputs -no_clocks]
set_input_delay [expr $clk_period * $clk_io_pct] -clock clk0 $non_clock_inputs
set_output_delay [expr $clk_period * $clk_io_pct] -clock clk0 [all_outputs]

===== design.v =====
module stream_narrow
  #
  (
   parameter STREAM_WIDTH         = 8,
   parameter STREAM_IN_MULTIPLIER = 3,
   parameter BUFFER_DEPTH         = 9,
   parameter BUFFER_ACCEPT_SPACE  = 64,
   parameter BURST_LEVEL          = 1,
   parameter STREAM_IN_WIDTH      = STREAM_WIDTH*STREAM_IN_MULTIPLIER
   )
  (
   input logic                        clk,
   input logic                        rst,
   input logic [STREAM_IN_WIDTH-1:0]  stream_in,
   input logic                        stream_in_valid,
   input logic                        stream_in_first,
   input logic                        stream_in_last,
   output logic                       stream_in_ready,
   output logic [STREAM_WIDTH-1:0]    stream_out,
   output logic                       stream_out_valid,
   output logic                       stream_out_first,
   output logic                       stream_out_last
   );
  localparam BUFFER_SIZE = 2**BUFFER_DEPTH;
  logic [STREAM_IN_WIDTH-1:0]         mem[0:BUFFER_SIZE-1];
  logic [BUFFER_SIZE-1:0]             first_mem;
  logic [BUFFER_SIZE-1:0]             last_mem;
  logic [BUFFER_DEPTH-1:0]            space_free;
  logic [BUFFER_DEPTH-1:0]            fifo_level;
  logic [BUFFER_DEPTH-1:0]            rd_addr;
  logic [BUFFER_DEPTH-1:0]            wr_addr;
  logic                               fifo_empty;
  logic [STREAM_IN_MULTIPLIER-1:0]    stream_out_select_valid;
  logic [STREAM_IN_WIDTH-1:0]         fifo_out;
  logic                               fifo_first_out;
  logic                               fifo_last_out;
  logic                               radv,radv_r1,radv_q;
  logic [STREAM_IN_WIDTH-1:0]         fifo_sr;
  logic [STREAM_IN_MULTIPLIER-1:0]    fifo_first_sr;
  logic [STREAM_IN_MULTIPLIER-1:0]    fifo_last_sr;
  logic [STREAM_IN_MULTIPLIER-1:0]    fifo_valid_sr;
  logic [STREAM_IN_MULTIPLIER-1:0]    radv_req_state;
  initial begin
    fifo_empty  = '1;
  end
  always @(posedge clk) begin
    stream_in_ready <= (space_free > BUFFER_ACCEPT_SPACE);
    if (stream_in_valid) begin
      wr_addr            <= wr_addr + 1'b1;
      mem[wr_addr]       <= stream_in;
      first_mem[wr_addr] <= stream_in_first;
      last_mem[wr_addr]  <= stream_in_last;
    end
    if (stream_in_valid && ~radv) begin
      space_free <= space_free - 1'b1;
      fifo_level <= fifo_level + 1'b1;
      fifo_empty <= '0;
    end else if (~stream_in_valid && radv) begin
      space_free <= space_free + 1'b1;
      fifo_level <= fifo_level - 1'b1;
      if (fifo_level == 1) begin
        fifo_empty <= '1;
      end
    end
    fifo_out       <= mem[rd_addr];
    fifo_first_out <= first_mem[rd_addr];
    fifo_last_out  <= last_mem[rd_addr];
    if (radv) begin
      rd_addr <= rd_addr + 1'b1;
    end
    radv_q  <= ~((fifo_first_out || fifo_last_out) && (fifo_level < BURST_LEVEL));
    radv_r1 <= radv;
    if (radv || ~radv_req_state[0]) begin
      radv_req_state <= {radv_req_state[STREAM_IN_MULTIPLIER-2:0],
                         radv_req_state[STREAM_IN_MULTIPLIER-1]};
    end
    if (radv_r1) begin
      fifo_sr                              <= fifo_out;
      fifo_first_sr                        <= '0;
      fifo_first_sr[0]                     <= fifo_first_out;
      fifo_last_sr                         <= '0;
      fifo_last_sr[STREAM_IN_MULTIPLIER-1] <= fifo_last_out;
      fifo_valid_sr                        <= '1;
    end else begin
      fifo_sr[STREAM_WIDTH*(STREAM_IN_MULTIPLIER-1)-1:0] <= fifo_sr[STREAM_IN_WIDTH-1:STREAM_WIDTH];
      fifo_valid_sr <= fifo_valid_sr >> 1;
      fifo_first_sr <= fifo_first_sr >> 1;
      fifo_last_sr  <= fifo_last_sr  >> 1;
    end
    stream_out       <= fifo_sr[STREAM_WIDTH-1:0];
    stream_out_valid <= fifo_valid_sr[0];
    stream_out_first <= fifo_first_sr[0];
    stream_out_last  <= fifo_last_sr[0];
    if (rst) begin
      space_free        <= '1;
      fifo_level        <= '0;
      rd_addr           <= '0;
      wr_addr           <= '0;
      radv_req_state    <= '0;
      radv_req_state[0] <= '1;
      fifo_valid_sr     <= '0;
      radv_r1           <= '0;
      fifo_empty        <= '1;
    end
  end  
  assign radv = ~fifo_empty & radv_req_state[0] & radv_q;
endmodule  

===== run.sh =====
#!/bin/bash
# OpenROAD 26Q1-2900-gdf79404cd8, Yosys 0.63+post, stock flow scripts
make -C /OpenROAD-flow-scripts/flow DESIGN_CONFIG=/design/flow/config.mk WORK_HOME=/design/flow/orfs finish

==> impl_metrics.yaml <==
# flow metrics
flow_run:
  drv_cap: 0
  warning_total_across_the_stage_logs: 58
yosys:
  ys_area_um2: 527000
  enable_flop_cells: 13320
  synth_flops: 13423
  yosysWarnings: 1
  synth.avg_cell_area_um2: 21.3
  yosysSeqAreaShare: 0.763
  synth-async-reset-ratio: 0
  synth.yosys.num_cells: 24781
  count_of_mapped_cells_out_of_synthesis: 24781
  mappedNetlistArea_um2: 527000
  synth_cell_type_count: 83
  synthFlopType: "edfxtp_1"
worst_hold_path:
  hold_path_startpoint: "fifo_sr[2]$_DFF_P_"
  path_type_of_the_worst_min_delay_path: "reg -> reg"
critical_path:
  cp_cell_sequence: "buf_8, nand2_1, nor2_1, nand2_4, buf_4, buf_4, nor2_2, buf_4"
  timing.critical_path.from: "stream_in_valid"
  worstPathBufferInverterCount: 4
  critical_path.most_common_cell: "buf_4"
  worst_path_arrival_time_ps: 1002630
  cpLargestDelayFamily: "simple AND/OR/NAND/NOR gates"
  setup.worst_path.start_class: "input pin"
  slowest_stage: "nor2_2"
  cp_max_fo: 20
  timing.critical_path.required_ps: 4995650
  reg2reg_from: "rd_addr[1]$_SDFFE_PP0P_"
  worst-setup-path-type: "in -> reg"
  setup.worst_path.end_class: "flop"
  cp_slowest_stage_delay_ps: 670
floorplan:
  floorplan.core_area_um2: 1050000
  dieArea_um2: 1060000
  floorplan.io_pins: 41
  fp-row-count: 376
  floorplan.initialDensity: 0.502
  die_height_um: 1030
  die_width_um: 1030
pwr:
  power_report.internal_total_uw: 192
  power.share.switching: 0.226
  power-per-cell-area_nw_per_um2: 0.416
  vdd.ir_drop.worst_mv: 0.000354
  share_seq_of_total_power: 0.503
  power.leakage_uw: 0.183
  comb_power_share: 0.089
  total_switching_power_uw: 56.2
  p_clk_frac: 0.408
sta:
  final.setup_skew_ps: 122
  finalMaxSlewViolations: 0
  final.setup.tns_ps: 0
  final-setup-viol-count: 0
  fin_worst_hold_slack_ps: 320
  final_period_minus_worst_setup_slack_ps: 1001670
  grt_setup_unrepaired: "no"
  maxSlewHeadroom: 0.113
  slew_of_the_pin_with_the_lowest_slew_margin_ps: 1330
  max_freq_ghz: 0.000998
  fin_crit_sh: 0.201
  hold_violations: 0
clock_network:
  clock_tree.root_cell: "clkbuf_16"
  cts.clk_slew.worst_paths_ps: 60
  count_of_hold_fix_buffers_inserted_at_cts: 0
  post-cts-setup-buffers: 0
  postCtsResizedCells: 0
  cts_max_path_buffers: 6
  clk_latency_ps: 1300
  clkSinkCount: 13423
  cts-buffers-inserted: 1438
  ctsHtreeMaxLevel: 7
  cts_tree: "built"
detailed_routing:
  dr.max_layer_used: "met5"
  drtIter0Drc: 20298
  dr.pass1.iters: 6
  routed_wire_length_per_instance_um: 39.7
  metal_1_wl_um: 467000
  vias_per_cell: 6.41
  vias: 266765
  route.antenna.remaining_nets: 0
  drc_errors: 0
  met2_length_um: 729000
  routed-wl-met3_um: 357000
  finalWirelength_um: 1650000
global_routing:
  globalRouteTotalUtil: 0.355
  number_of_antenna_violations_at_the_first_check_in_global_routing: 141
  grt_first_pass_wirelength_um: 2280000
  grt_max_degree: 128
  first_global_vias: 289119
  overflow: 0
placed_design:
  io_buffers: 40
  place.gp.congestion: 0.968
  dp_hpwl_um: 1050000
final_layout:
  final_common_cell: "edfxtp_1"
  mostFrequentLayoutCells: "13,320 x edfxtp_1, 3,296 x mux4_2, 1,613 x buf_4"
  area.growth.synth_to_final_pct: 13.4
  fillers: 75260
  layout-drive-gt1-share: 0.288
outcome:
  result_of_the_run: "finished clean"
-- layer usage --
metal  track usage  vias up
met5        0.0833        -
met4         0.138      227
met3         0.324     3401
met2         0.466    19803
met1         0.418   135470
li1              -   107864
-- area by class of cell --
class | count | area (um^2) | share of cell area
flip-flops and latches | 13423 | 402000 | 0.673
multi-input cells | 9738 | 120000 | 0.200
clock buffers | 1748 | 37500 | 0.0627
well taps | 13986 | 17500 | 0.0293
repair buffers | 1700 | 13600 | 0.0227
clock inverters | 757 | 6550 | 0.0110
diodes | 220 | 551 | 0.000921
inverters | 18 | 106 | 0.000178
-- cell families (layout without fill, tap and decap cells) --
group                      after synthesis  count (layout)  share of synthesized area
buffers and inverters                 1620            4223                     0.0151
xor gates and xnor gates                36              36                   0.000613
AOI/OAI and AO/OA                     2640            2640                     0.0349
and+or+nand+nor                       2418            2418                     0.0190
other                                    0             220                          0
adders and majority gates               18              18                   0.000442
muxes                                 4626            4626                      0.167
DFF                                  13423           13423                      0.763
-- registers in the layout (all words and copies together) (netlist names), 8 cells and up --
name        cells
first_mem     512
rd_addr         9
fifo_level      9
stream_out      8
wr_addr         9
space_free      9
last_mem      512
fifo_sr        24
mem         12288
fifo_out       24
-- Yosys cell counts (22+ instances only) --
library cell	instances	share of area
a2111oi_0	45	0.00075
a211o_1	27	0.00045
a211oi_1	69	0.00098
a21oi_1	374	0.0036
a221oi_1	160	0.0027
a22o_1	139	0.0023
a22oi_1	115	0.0016
a311oi_1	22	0.00037
a31oi_1	68	0.00081
and2_1	28	0.00033
and3_1	34	0.00040
buf_1	176	0.0013
buf_2	412	0.0039
buf_4	213	0.0030
buf_6	74	0.0016
clkbuf_1	727	0.0052
dfxtp_1	103	0.0039
edfxtp_1	13320	0.76
mux2_2	300	0.0064
mux2i_1	1030	0.020
mux4_2	3296	0.14
nand2_1	1141	0.0081
nand3_1	136	0.0013
nand4_1	23	0.00027
nor2_1	842	0.0060
nor2b_1	34	0.00040
nor3_1	63	0.00060
o211ai_1	51	0.00073
o21ai_0	633	0.0060
o221ai_1	142	0.0024
o22ai_1	205	0.0024
o2bb2ai_1	451	0.0075
or3_1	26	0.00031
-- power groups by stage --
stage	sequential [uW]	combinational, uW	clock [uW]
finish	125	22.0	102
CTS	125	22.0	103
global route	125	23.2	107
-- metrics by stage --
| step | utilization | power (uW) | std cells | setup slack, ps | instance area [um^2] |
|---|---|---|---|---|---|
| floorplan | - | 141 | 24781 | 3993350 | 527000 |
| global placement | 0.527 | 149 | 38865 | 3991780 | 553000 |
| detailed placement | 0.527 | 149 | 38865 | 3991810 | 553000 |
| CTS | 0.569 | 250 | 41370 | 3993140 | 597000 |
| global route | 0.569 | 255 | 41460 | 3993000 | 597000 |
| finish | 0.570 | 249 | 41590 | 3993030 | 598000 |
-- final timing paths --
kind / end / slack [ps] / cells after the start
worst max register to register: fifo_out[21]$_DFF_P_ / 4986060 / 14
worst min register to register: stream_out[2]$_DFF_P_ / 320 / 0
worst min-delay path: stream_out[2]$_DFF_P_ / 320 / 0
worst max-delay path: mem[314][0]$_DFFE_PP_ / 3993030 / 8
No activity file was given, so power comes from the tool's default toggle rates.
